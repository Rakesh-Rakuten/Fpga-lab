==> flow/design.v <==
module filter2(input wire clk,output reg [8:0]yr);  
  reg [29:0] delay1;
  wire [8:0]y0r,y1r,y2r,y3r,y4r,y5r,y6r,y7r,y0i,y1i,y2i,y3i,y4i,y5i,y6i,y7i;
  wire [8:0]x20r,x20i,x21r,x21i,x22r,x22i,x23r,x23i,x24r,x24i,x25r,x25i,x26r,x26i,x27r,x27i;
  wire [8:0]x10r,x10i,x11r,x11i,x12r,x12i,x13r,x13i,x14r,x14i,x15r,x15i,x16r,x16i,x17r,x17i;
  wire [8:0]x0,x1,x2,x3,x4,x5,x6,x7,x0i,x1i,x2i,x3i,x4i,x5i,x6i,x7i;
  wire [8:0]dy2r,dy2i,dy3r,dy3i,dy4r,dy4i,dy5r,dy5i;
  wire [8:0]s0r,s0i,s1r,s1i,s2r,s2i,s3r,s3i,s4r,s4i,s5r,s5i,s6r,s6i,s7r,s7i; 
  wire [8:0]yi0r,yi1r,yi2r,yi3r,yi4r,yi5r,yi6r,yi7r,yi0i,yi1i,yi2i,yi3i,yi4i,yi5i,yi6i,yi7i;
  wire [8:0]xi20r,xi20i,xi21r,xi21i,xi22r,xi22i,xi23r,xi23i,xi24r,xi24i,xi25r,xi25i,xi26r,xi26i,xi27r,xi27i;  
  wire [8:0]xi10r,xi10i,xi11r,xi11i,xi12r,xi12i,xi13r,xi13i,xi14r,xi14i,xi15r,xi15i,xi16r,xi16i,xi17r,xi17i;
parameter w0r=9'b1;
parameter w0i=9'b0;
parameter w1r=9'b010110101;
parameter w1i=9'b101001011;
parameter w1i_ifft=9'b010110101;
parameter w2r=9'b0;
parameter w2i=9'b111111111;
parameter w2i_ifft=9'b1;
parameter w3r=9'b101001011;
parameter w3i=9'b101001011;
parameter w3i_ifft=9'b010110101;
assign x0=15;
assign x1=9;
assign x2=19;
assign x3=-15;
assign x4=0; 
assign x5=-30; 
assign x6=9; 
assign x7=-9; 
assign x0i=9'b0;
assign x1i=9'b0;
assign x2i=9'b0;
assign x3i=9'b0;
assign x4i=9'b0; 
assign x5i=9'b0; 
assign x6i=9'b0; 
assign x7i=9'b0; 
bfly2_4 s11(x0,x0i,x4,x4i,w0r,w0i,x10r,x10i,x11r,x11i);
bfly2_4 s12(x2,x2i,x6,x6i,w0r,w0i,x12r,x12i,x13r,x13i);
bfly2_4 s13(x1,x1i,x5,x5i,w0r,w0i,x14r,x14i,x15r,x15i);  
bfly2_4 s14(x3,x3i,x7,x7i,w0r,w0i,x16r,x16i,x17r,x17i);
bfly2_4 s21(x10r,x10i,x12r,x12i,w0r,w0i,x20r,x20i,x22r,x22i);
bfly2_4 s22(x11r,x11i,x13r,x13i,w2r,w2i,x21r,x21i,x23r,x23i);
bfly2_4 s23(x14r,x14i,x16r,x16i,w0r,w0i,x24r,x24i,x26r,x26i);
bfly2_4 s24(x15r,x15i,x17r,x17i,w2r,w2i,x25r,x25i,x27r,x27i);
bfly2_4 s31(x20r,x20i,x24r,x24i,w0r,w0i,y0r,y0i,y4r,y4i);
bfly4_4 s32(x21r,x21i,x25r,x25i,w1r,w1i,y1r,y1i,y5r,y5i);
bfly2_4 s33(x22r,x22i,x26r,x26i,w2r,w2i,y2r,y2i,y6r,y6i);
bfly4_4 s34(x23r,x23i,x27r,x27i,w3r,w3i,y3r,y3i,y7r,y7i);
assign dy2r=0;
assign dy2i=0;
assign dy3r=0;
assign dy3i=0;
assign dy4r=0;
assign dy4i=0;
assign dy5r=0;
assign dy5i=0;
bfly2_4 si11(y0r,y0i,dy4r,dy4i,w0r,w0i,xi10r,xi10i,xi11r,xi11i);
bfly2_4 si12(dy2r,dy2i,y6r,y6i,w0r,w0i,xi12r,xi12i,xi13r,xi13i);
bfly2_4 si13(y1r,y1i,dy5r,dy5i,w0r,w0i,xi14r,xi14i,xi15r,xi15i);  
bfly2_4 si14(dy3r,dy3i,y7r,y7i,w0r,w0i,xi16r,xi16i,xi17r,xi17i);
bfly2_4 si21(xi10r,xi10i,xi12r,xi12i,w0r,w0i,xi20r,xi20i,xi22r,xi22i);
bfly2_4 si22(xi11r,xi11i,xi13r,xi13i,w2r,w2i_ifft,xi21r,xi21i,xi23r,xi23i);
bfly2_4 si23(xi14r,xi14i,xi16r,xi16i,w0r,w0i,xi24r,xi24i,xi26r,xi26i);
bfly2_4 si24(xi15r,xi15i,xi17r,xi17i,w2r,w2i_ifft,xi25r,xi25i,xi27r,xi27i);
bfly2_4 si31(xi20r,xi20i,xi24r,xi24i,w0r,w0i,yi0r,yi0i,yi4r,yi4i);
bfly4_4 si32(xi21r,xi21i,xi25r,xi25i,w1r,w1i_ifft,yi1r,yi1i,yi5r,yi5i);
bfly2_4 si33(xi22r,xi22i,xi26r,xi26i,w2r,w2i_ifft,yi2r,yi2i,yi6r,yi6i);
bfly4_4 si34(xi23r,xi23i,xi27r,xi27i,w3r,w3i_ifft,yi3r,yi3i,yi7r,yi7i);
always@ (posedge clk)
begin
delay1 <= delay1+1;
case(delay1)
       (30'b000101111101011110000100000000):yr <= yi0r;
       (30'b001011111010111100001000000000):yr <= yi1r;
       (30'b010001111000011010001100000000):yr <= yi2r;
       (30'b010111110101111000010000000000):yr <= yi3r;
       (30'b011101110011010110010100000000):yr <= yi4r;
       (30'b100011110000110100011000000000):yr <= yi5r;
       (30'b101001101110010010011100000000):yr <= yi6r;
       (30'b101111101011110000100000000000):yr <= yi7r;
endcase
end
endmodule
module bfly2_4(xr,xi,yr,yi,wr,wi,x0r,x0i,x1r,x1i); 
input signed [8:0]xr,xi,yr,yi; 
input signed [8:0]wr,wi; 
output[8:0]x0r,x0i,x1r,x1i; 
wire [17:0]p1,p2,p3,p4; 
assign p1=wr*yr; 
assign p2=wi*yi;
assign p3=wr*yi; 
assign p4=wi*yr; 
assign x0r=xr+p1[8:0]- p2[8:0];
assign x0i=xi+p3[8:0]+ p4[8:0]; 
assign x1r=xr-p1[8:0]+ p2[8:0]; 
assign x1i=xi-p3[8:0]- p4[8:0];
endmodule 
module bfly4_4(xr,xi,yr,yi,wr,wi,x0r,x0i,x1r,x1i);  
input signed [8:0]xr,xi,yr,yi; 
input signed [8:0]wr,wi; 
output [8:0]x0r,x0i,x1r,x1i; 
wire [17:0]p1,p2,p3,p4; 
assign p1=wr*yr; 
assign p2=wi*yi; 
assign p3=wr*yi; 
assign p4=wi*yr; 
assign x0r=xr+p1[17:8]-p2[17:8];
assign x0i=xi+p3[17:8]+p4[17:8]; 
assign x1r=xr-p1[17:8]+p2[17:8]; 
assign x1i=xi-p3[17:8]- p4[17:8]; 
endmodule 
==> flow/run.sh <==
#!/bin/bash
# OpenROAD 26Q1-2900-gdf79404cd8, Yosys 0.63+post, stock flow scripts
make -C /OpenROAD-flow-scripts/flow DESIGN_CONFIG=/design/flow/config.mk WORK_HOME=/design/flow/orfs finish
==> flow/config.mk <==
export PLATFORM = sky130hd
export DESIGN_NAME = filter2
export DESIGN_NICKNAME = filter2
export VERILOG_FILES = /design/flow/design.v
export SDC_FILE = /design/flow/constraint.sdc
export NUM_CORES = 4
export LEC_CHECK = 1
export CORE_AREA = 10 10 110 110
export DIE_AREA = 0 0 120 120
==> flow/constraint.sdc <==
current_design filter2

set clk_period 3.9
set clk_io_pct 0.2

create_clock -name clk0 -period $clk_period [get_ports {clk}]

set non_clock_inputs [all_inputs -no_clocks]
set_input_delay [expr $clk_period * $clk_io_pct] -clock clk0 $non_clock_inputs
set_output_delay [expr $clk_period * $clk_io_pct] -clock clk0 [all_outputs]
==> results.sh <==
# implementation run metrics
export IMPL_rsz0062_at_grt="false"
export IMPL_ys_seq_share_pct=46.9
export IMPL_synthesis_area_um2=1790
export IMPL_insertion_delay_ns=0.29
export IMPL_crit_buf_inv=1
export IMPL_grt_pass1_vias=1274
export IMPL_core_um2=9770
export IMPL_wl_mm=3.39
export IMPL_syn_to_final_growth_pct=17.3
export IMPL_edf_count=8
export IMPL_via_count=1340
export IMPL_dpl_hpwl_mm=2.48
export IMPL_antennaDiodeCount=0
export IMPL_cellPowerDensity_nw_per_um2=312
export IMPL_critPathMaxFanout=8
export IMPL_hold_class="flop to flop"
export IMPL_hold_slack_ns=0.474
export IMPL_vias_per_cell=4.14
export IMPL_max_stage_delay_ns=0.67
export IMPL_synth_cells=179
export IMPL_ys_types=43
export IMPL_avgSynthCellArea_um2=10.0
export IMPL_wl_per_cell_um=10.5
export IMPL_top_cells_by_count="dfxtp_1, xnor2_1, nand2_1, nand4_1, nor2_1"
export IMPL_period_used_pct=72.6
export IMPL_critPathCaptureType="flop"
export IMPL_path_class="flop to flop"
export IMPL_ys_cells=179
export IMPL_rows=36
export IMPL_crit_required_ns=3.85
export IMPL_placed_cells=316
export IMPL_clkSinkCount=38
export IMPL_drcViolationCount=0
export IMPL_cp_arrival_ns=2.79
export IMPL_cts_resized=0
export IMPL_ys_flops=38
export IMPL_synth_async_reset_ratio_pct=0
export IMPL_setup_viol=0
export IMPL_ys_chip_area_um2=1790
export IMPL_ios=10
export IMPL_timing_fmax_ghz=0.353
export IMPL_post_cts_buffers=0
export IMPL_cts_tree="done"
export IMPL_antenna_found_initial=0
export IMPL_p_leak_nw=0.650
export IMPL_yosysTopAreaCell="dfxtp_1"
export IMPL_numCtsBuffers=5
export IMPL_synthFlopType="dfxtp_1"
export IMPL_peakVddDrop_v=0.000115
export IMPL_synth_dominant_cell_count="dfxtp_1"
export IMPL_gr_total_overflow=0
export IMPL_chipArea_um2=14400
export IMPL_grt_pass1_wl_mm=5.83
export IMPL_start_kind="flop"
export IMPL_ctsRootBufferMaster="clkbuf_8"
export IMPL_htree_levels=2
export IMPL_gp_congestion=0.883
export IMPL_crit_start="delay1[0]$_DFF_P_"
export IMPL_ant_nets=0
export IMPL_track_usage_pct=4.67
export IMPL_grt_max_degree=13
export IMPL_crit_path_top_delay_cell="or4b_2"
export IMPL_first_pass_iters=4
export IMPL_status="complete, no violations"
export IMPL_yosysTopAreaCellShare_pct=33.5
export IMPL_drv_cap=0
export IMPL_skew_ns=0.00547
export IMPL_utilization_pct=21.5
export IMPL_hold_start="delay1[0]$_DFF_P_"
export IMPL_cts_buffer_depth=2
export IMPL_tool_warnings=26
export IMPL_ys_warn_count=1
export IMPL_final_area_um2=2100
export IMPL_fp_dieH_um=120
export IMPL_fp_dieW_um=120
export IMPL_dpl_cell_area_um2=2020
export IMPL_drive_gt1_share_pct=8.38
export IMPL_finalHoldViolations=0
export IMPL_fp_util_pct=18.3
export IMPL_final_cells=324
export IMPL_min_period_ns=2.83
export IMPL_r2r_start="delay1[0]$_DFF_P_"
export IMPL_drt_initial_drc_count=75
export IMPL_crit_chain="inv_1 -> ha_1 -> or4b_1 -> nor4_2 -> nand2_1 -> or4b_2 -> nand4_1"
export IMPL_holdBufCountCts=0
export IMPL_cpLargestDelayFamily="simple AND/OR/NAND/NOR gates"
export IMPL_clk_pin_slew_ns=0.07
export IMPL_fin_setup_tns_ns=0
export IMPL_slew_limit_headroom_pct=61.7
export IMPL_top_cells_by_area="dfxtp_1, edfxtp_1, xnor2_1"
export IMPL_tightest_slew_ns=0.570
export IMPL_slew_viol_final=0
export IMPL_port_buffers=9
## flip-flops by register name, summed over array words and instances (netlist names)
name	flops
yr	8
delay1	30
## final cells by class
| type | count | area (µm²) |
|---|---|---|
| Sequential cell | 38 | 841 |
| Tap cell | 133 | 166 |
| Clock buffer | 6 | 72.6 |
| Inverter | 4 | 15.0 |
| Fill cell | 1056 | 7670 |
| Multi-Input combinational cell | 132 | 907 |
| Clock inverter | 2 | 10.0 |
| Timing Repair Buffer | 9 | 90.1 |
## layer usage
metal | vias up | GRT usage [%] | part of all wire, %
met5 | - | 0 | 0
met4 | 0 | 1.28 | 2.7
met3 | 14 | 1.71 | 7.0
met2 | 43 | 6.64 | 40
met1 | 605 | 6.56 | 50
li1 | 678 | - | -
## report_power, final
group	switching (W)	total, W	internal [W]
Combinational	0	0.000000000271	0
Clock	0.000133	0.000257	0.000124
Sequential	0	0.000399	0.000399
Total	0.000133	0.000656	0.000523
## logic make-up (layout without fill, tap and decap cells)
group | Yosys count | count (layout) | synth area share, %
simple gates | 92 | 92 | 31.6
flops | 38 | 38 | 46.9
xor+xnor | 28 | 28 | 13.7
compound gates | 10 | 10 | 3.98
buf+inv | 9 | 21 | 2.44
fa+ha+maj | 2 | 2 | 1.40
## metrics by stage
stage / setup slack [ns] / power, W
after CTS: 1.07 / 0.000666
after detailed placement: 1.08 / 0.000408
after global routing: 0.826 / 0.000679
after floorplan: 1.34 / 0.000408
final: 1.07 / 0.000656
after global placement: 1.14 / 0.000408
## cell usage in the layout (no fill, tap or decap), types with 3 or more instances in the layout
master	count
inv_1	4
dfxtp_1	30
xor2_1	6
and3_1	4
edfxtp_1	8
nor4b_1	3
nor4_1	7
clkbuf_8	5
nand3_1	10
or4b_2	3
nand2_1	14
xnor2_1	22
nand4_1	14
and2_1	3
nor2_1	13
clkdlybuf4s50_1	9
or4b_1	3
## worst paths after layout
| check | slack (ns) | end | depth (start not counted) |
|---|---|---|---|
| worst max register to register | 1.07 | yr[2]$_DFFE_PP_ | 7 |
| worst max-delay path | 1.07 | yr[2]$_DFFE_PP_ | 7 |
| worst min register to register | 0.47 | delay1[0]$_DFF_P_ | 1 |
| worst min-delay path | 0.47 | delay1[0]$_DFF_P_ | 1 |
Power figures rest on the tool's default switching activity, not on a simulated workload.
